===== /design/flow/design.v =====
package csr_pkg;
  localparam CSR_RW          = 3'b001;
  localparam CSR_RS          = 3'b010;
  localparam CSR_RC          = 3'b011;
  localparam CSR_RWI         = 3'b101;
  localparam CSR_RSI         = 3'b110;
  localparam CSR_RCI         = 3'b111;
  localparam MIE_ADDR        = 12'h304;
  localparam MTVEC_ADDR      = 12'h305;
  localparam MSCRATCH_ADDR   = 12'h340;
  localparam MEPC_ADDR       = 12'h341;
  localparam MCAUSE_ADDR     = 12'h342;
endpackage
module miriscv_ram
#(
  parameter RAM_SIZE      = 256,  
  parameter RAM_INIT_FILE = ""
)
(
  input clk_i,
  input rst_n_i,
  output logic  [31:0]  instr_rdata_o,
  input         [31:0]  instr_addr_i,
  output logic  [31:0]  data_rdata_o,
  input                 data_req_i,
  input                 data_we_i,
  input         [3:0]   data_be_i,
  input         [31:0]  data_addr_i,
  input         [31:0]  data_wdata_i
);
  reg [31:0]    mem [0:RAM_SIZE/4-1];
  reg [31:0]    data_int;
  integer ram_index;
  initial begin
    if(RAM_INIT_FILE != "")
      $readmemh(RAM_INIT_FILE, mem);
    else
      for (ram_index = 0; ram_index < RAM_SIZE/4-1; ram_index = ram_index + 1)
        mem[ram_index] = {32{1'b0}};
  end
  assign instr_rdata_o = mem[(instr_addr_i % RAM_SIZE) / 4];
  always@(posedge clk_i) begin
    if(!rst_n_i) begin
      data_rdata_o  <= 32'b0;
    end
    else if(data_req_i) begin
      data_rdata_o <= mem[(data_addr_i  % RAM_SIZE) / 4];
      if(data_we_i && data_be_i[0])
        mem [data_addr_i[31:2]] [7:0]  <= data_wdata_i[7:0];
      if(data_we_i && data_be_i[1])
        mem [data_addr_i[31:2]] [15:8] <= data_wdata_i[15:8];
      if(data_we_i && data_be_i[2])
        mem [data_addr_i[31:2]] [23:16] <= data_wdata_i[23:16];
      if(data_we_i && data_be_i[3])
        mem [data_addr_i[31:2]] [31:24] <= data_wdata_i[31:24];
    end
  end
endmodule

===== /design/flow/run.sh =====
#!/bin/bash
# OpenROAD 26Q1-2900-gdf79404cd8, Yosys 0.63+post, stock flow scripts
make -C /OpenROAD-flow-scripts/flow DESIGN_CONFIG=/design/flow/config.mk WORK_HOME=/design/flow/orfs finish

===== /design/flow/config.mk =====
export PLATFORM = sky130hd
export DESIGN_NAME = miriscv_ram
export DESIGN_NICKNAME = miriscv_ram
export VERILOG_FILES = /design/flow/design.v
export SDC_FILE = /design/flow/constraint.sdc
export NUM_CORES = 4
export LEC_CHECK = 1
export CORE_UTILIZATION = 30

===== /design/flow/constraint.sdc =====
current_design miriscv_ram

set clk_period 31.3
set clk_io_pct 0.2

create_clock -name clk0 -period $clk_period [get_ports {clk_i}]

set non_clock_inputs [all_inputs -no_clocks]
set_input_delay [expr $clk_period * $clk_io_pct] -clock clk0 $non_clock_inputs
set_output_delay [expr $clk_period * $clk_io_pct] -clock clk0 [all_outputs]

==> Slide: Implementation Results <==
Synthesis and Place & Route Summary

Logic synthesis
  – Synthesized cell area: 96100 sq um
  – Yosys Instances: 5485
  – Cells after Synth: around 5500
  – Syn_area_per_cell: ~18 sq um
  – Synth flops: 2080
  – Sequential area share after synthesis: 0.647
  – Fraction of registers with async set/reset: 0
  – Number of synthesized flops with an enable pin: about 2000
  – Area figure in the yosys stat output: between 90000 and 100000 sq um
  – Synth Warn #: 1
  – Synth Flop Type: edfxtp_1
  – Netlist cell types: 66

Worst setup path
  – CP arrival: between 10000 and 15000 ps
  – CP Capture Type: output port
  – Worst Path Max Fanout: approximately 62
  – Crit start category: input pin
  – Crit Path Class: in -> out
  – Crit path DRT: approximately 25000 ps

STA
  – Setup violators final: 0
  – Fmax: around 56 MHz
  – RSZ-0062 raised after global routing: false
  – Setup Skew: ~36 ps
  – Final hold vios: 0
  – Fin Setup TNS: 0 ps
  – Slew headroom: 0.235
  – Tcrit/Tclk final: 0.572
  – Fin. max-slew vios: 0
  – Worst-margin pin slew: approximately 1100 ps
  – Final Critical Period: roughly 18000 ps

Route
  – Vias: about 60000
  – Wirelength, routed: approximately 360 mm
  – DRC: 0
  – Routed wire per std cell: between 30 and 40 um
  – First DRT Iteration DRCs: 5044
  – Antenna viol nets, final: 0
  – Vias per cell: approximately 6.0
  – First-pass DRT Iterations: 6

Floorplan
  – Die y size: between 500 and 600 um
  – Die Area: 323000 sq um
  – FP Util: 0.302
  – Core Box Area: between 300000 and 400000 sq um
  – # IOs: around 170
  – Die W: approximately 570 um
  – Row Count: 207

Place
  – Placer Congestion: between 0.9 and 1
  – Placed Cells: a little under 10000
  – Input/output buffers: about 120
  – Cell area after placement: 104000 sq um
  – DP HPWL: 230 mm

Run status
  – Status: finished, final reports clean

Cells and area
  – Share of layout cells above drive strength 1: 0.294
  – Comb. cell area: approximately 32000 sq um
  – Reg area: between 60000 and 70000 sq um
  – Most numerous logic cell after layout: edfxtp_1
  – Final cell count without fillers: about 10000
  – Design area: between 100000 and 150000 sq um
  – Dominant logic cell types in the final layout: edfxtp_1, mux4_2, buf_4
  – Layout area overhead: 15.2%
  – Filler Cells Inserted: just under 30000

GRT
  – First-pass GRT wire length: 502 mm
  – GRT Resource Usage Total: 0.237
  – Vias in the first global route: roughly 67000
  – Total grt overflow: 0
  – Largest net degree at the start of global routing: between 70 and 80
  – Initial antenna violation count: 31

Clocking
  – # resized after CTS: 0
  – Cts hold-fix bufs: 0
  – Total CTS buffers: 211
  – Clk sink count: 2080
  – CTS tree: yes
  – # H-tree levels: 4
  – Max Root-Sink Buffers: 3
  – Clock root buffer: clkbuf_16
  – Post-CTS Setup Inserts: 0
  – Clock-pin transition on the worst setup and hold timing paths: around 60 ps
  – Latency at later pin: roughly 890 ps

Power and ir drop
  – Internal power: 4.70 mW
  – Seq pwr share: 0.498
  – Overall power: between 6 and 7 mW
  – Clk pwr share: 0.409
  – Comb pwr share: 0.093
  – Sw Ratio: 0.239
  – Power per Cell Area: around 56 nW/um^2
  – Net Sw Power: 1.47 mW
  – Leak: between 30 and 40 nW
  – Worst VDD drop: around 0.000066 V

Job
  – Tool warnings: between 70 and 80
  – Max-cap viol count: 0

Worst hold path
  – Hold Crit Class: reg -> reg
[synthesized netlist by cell type (5+ instances only)]
master / instances / area (sq um)
and3_1: 13 / 81.3
a222oi_1: 15 / 150
o21a_1: 13 / 97.6
buf_4: 43 / 323
buf_1: 72 / 270
o22ai_1: 105 / 657
mux2_2: 171 / 1930
o2111a_1: 6 / 67.6
o221a_2: 6 / 67.6
a31oi_1: 35 / 219
buf_6: 12 / 135
a22o_1: 67 / 587
o211ai_1: 23 / 173
mux2i_1: 194 / 1940
nand2b_1: 10 / 62.6
edfxtp_1: 2048 / 61500
and2_1: 9 / 56.3
a221oi_1: 346 / 3030
dfxtp_1: 32 / 641
nand3_1: 7 / 35.0
nor2_1: 422 / 1580
buf_2: 172 / 861
nand4_1: 5 / 31.3
a221o_1: 36 / 360
o2bb2ai_1: 18 / 158
o31a_1: 8 / 70.1
o21ai_0: 150 / 751
a22oi_1: 182 / 1370
clkbuf_1: 193 / 724
nor2b_1: 8 / 50.1
mux4_2: 722 / 16300
a21oi_1: 115 / 576
o221ai_1: 15 / 131
o22a_1: 25 / 219
nand2_1: 127 / 477
[metal layers]
| metal | track usage | up-vias | wire (um) |
|---|---|---|---|
| met3 | 0.198 | 1094 | 67800 |
| met5 | 0.0171 | - | 697 |
| met2 | 0.343 | 5333 | 162000 |
| li1 | - | 24100 | - |
| met1 | 0.232 | 30500 | 105000 |
| met4 | 0.127 | 43 | 25000 |
[state kept, by name, summed over array words and instances (netlist names)]
register	count
mem	2048
data_rdata_o	32
[worst paths after layout]
check	to	cells after the start	slack [ps]	from
hold / removal	data_rdata_o[10]	2	630	data_rdata_o[10]
hold reg to reg	data_rdata_o[10]	2	630	data_rdata_o[10]
setup / recovery	instr_rdata_o[4]	10	13400	instr_addr_i[3]
setup reg to reg	data_rdata_o[20]	6	28780	mem[29][20]
[layout make-up]
type                       count  share of cell area
inverter                       6            0.000339
sequential                  2080               0.561
clock inverter               124              0.0106
clock buffer                 269              0.0512
antenna                       25            0.000565
tap                         4180              0.0472
timing repair buffer         573              0.0416
multi-input combinational   2907               0.287
[worst max-delay path, cell delays in order]
cell	delay (ps)
buf_8	390
buf_4	650
buf_4	630
buf_4	680
buf_4	730
mux4_2	430
mux4_2	480
a22oi_1	490
nand2_1	270
clkdlybuf4s50_1	480
[power by group through the flow]
stage | Combinational [mW] | Sequential, mW | Clock (mW)
4_1_cts | 0.563 | 3.07 | 2.55
5_1_grt | 0.595 | 3.07 | 2.64
6_report | 0.574 | 3.07 | 2.53
[metrics by stage]
stage          utilization  setup slack (ps)  hold slack [ps]
6_report             0.348             13400              632
5_1_grt              0.348             13040              651
4_1_cts              0.348             13260              641
3_5_place_dp         0.326             13290              633
3_3_place_gp         0.326             13290              631
2_1_floorplan            -             17010              467
[logic make-up (layout without fill, tap and decap cells)]
family,after synthesis,after routing,share of synthesized area
other cells,0,25,0
simple gates,624,624,0.0265
compound gates,1195,1195,0.0931
flops,2080,2080,0.647
buf+inv,498,972,0.0243
mux,1088,1088,0.210
Power and IR drop assume default switching activity.
